`flow/design.v`:
```
module Register_File(Read_Data_1, Read_Data_2, Read_Reg_1, Read_Reg_2, Write_Reg, Write_Data, Reg_Write, Clock);
input wire[4:0] Read_Reg_1, Read_Reg_2, Write_Reg;
input wire[31:0] Write_Data;
input Reg_Write, Clock;
output reg[31:0] Read_Data_1, Read_Data_2;
reg[31:0] Reg_File[0:31];
initial
begin
Reg_File[0] <= 32'h00000000;  
Reg_File[29] <= 32'h00000000;  
end
always @(posedge Clock)
begin
if(Reg_Write)
Reg_File[Write_Reg] <= Write_Data;
end
always @(negedge Clock)
begin
Read_Data_1 <= Reg_File[Read_Reg_1];
Read_Data_2 <= Reg_File[Read_Reg_2];
end
endmodule
```
`flow/run.sh`:
```
#!/bin/bash
# OpenROAD 26Q1-2900-gdf79404cd8, Yosys 0.63+post, stock flow scripts
make -C /OpenROAD-flow-scripts/flow DESIGN_CONFIG=/design/flow/config.mk WORK_HOME=/design/flow/orfs finish
```
`flow/config.mk`:
```
export PLATFORM = sky130hd
export DESIGN_NAME = Register_File
export DESIGN_NICKNAME = Register_File
export VERILOG_FILES = /design/flow/design.v
export SDC_FILE = /design/flow/constraint.sdc
export NUM_CORES = 4
export LEC_CHECK = 1
export CORE_UTILIZATION = 50
```
`flow/constraint.sdc`:
```
current_design Register_File

set clk_period 5.0
set clk_io_pct 0.2

create_clock -name clk0 -period $clk_period [get_ports {Clock}]

set non_clock_inputs [all_inputs -no_clocks]
set_input_delay [expr $clk_period * $clk_io_pct] -clock clk0 $non_clock_inputs
set_output_delay [expr $clk_period * $clk_io_pct] -clock clk0 [all_outputs]
```
==> reports/qor.yml <==
run_status:
  status: "complete, no violations"
power:
  p_seq_share_pct: 49.0
  switching_share_pct: 23.3
  clkPwrFrac_pct: 41.6
  internal_power_w: 0.0161
  power_switching_w: 0.00488
  p_leak_nw: 23.2
  p_per_area_mw_per_mm2: 348
  p_comb_share_pct: 9.3
  ir_worst_vdd_mv: 0.280
die:
  die_w_um: 318
  pin_count: 113
  chip_area_mm2: 0.101
  rows: 115
  die_h_um: 318
  fp.coreArea_mm2: 0.0989
  fp_util_pct: 50.7
cts:
  cts_sinks: 1088
  clk_pin_slew_ps: 50
  htree_levels: 3
  cts_setup_buffers: 0
  cts_tree: "built"
  insertion_delay_ps: 700
  numCtsBuffers: 113
  cts_buffer_depth: 3
  cts-root-buf: "clkbuf_16"
global_routing:
  grt_pass1_wl_um: 230000
  grt_pass1_vias: 34449
  grt_max_degree: 45
  grt_usage_pct: 34.4
  grt_antenna_before_repair: 7
  grt-ovfl-total: 0
final_timing:
  rsz0062_at_grt: "false"
  slew_violations: 0
  maxSlewHeadroom_pct: 34.6
  worstMarginPinSlew_ps: 979
  setup_viol: 0
  fin_skew_ps: 16.8
  finalHoldViolations: 0
yosys:
  netlist_area_mm2: 0.0501
  synth_cell_types: 25
  top_area_share_pct: 61.4
  yosysCellCount: 3451
  yosysChipArea_mm2: 0.0501
  flop_cell: "edfxtp_1"
  numSynthFlops: 1088
  synth_area_per_cell_um2: 14.5
  synthCells: 3451
  edf_count: 1024
  yosysTopAreaCell: "edfxtp_1"
  ys_seq_share_pct: 64.0
  synthArstFlopShare_pct: 0
  ys_top_cells_by_count: "1024 x edfxtp_1, 1024 x mux2i_1, 195 x nand2_1"
  yosys_warnings: 1
  ys_top_cells_by_area: "edfxtp_1 61%, mux2i_1 20%, a22oi_1 2.9%"
route:
  dr_total_vias: 32905
  viasPerCell: 6.23
  ant_nets: 0
  drtIter0Drc: 2338
  drc: 0
  route.detailed.wl_per_inst_um: 30.1
  dr.pass1.iters: 6
  drt_wl_total_um: 159000
critical_path:
  crit_family: "flip-flops"
  crit_type: "flip-flop to output pin"
  slowest_delay_ps: 420
  cp_slowest_cell: "dfxtp_1"
  crit_buf_inv: 1
  worstPathMaxFanout: 1
  cp.arrival_ps: 3990
  path_depth: 1
  cp-start-kind: "flip-flop"
  r2r_cells: 5
  endpoint_kind: "output pin"
  crit_path_cell_trace: "dlygate4sd2_1"
  required_ps: 4000
run:
  cap_violations: 0
  warning_count: 90
final_layout:
  utilization_pct: 60.9
  mi_logic_area_mm2: 0.0168
  fillers: 7128
  regArea_mm2: 0.0321
  stdcell_count: 5279
  stdcell_area_mm2: 0.0602
  area_growth_pct: 20.2
  drive_gt1_share_pct: 16.9
min_path:
  hp-class: "input port to flip-flop"
  hold-path-cell-count: 1
placement:
  dp_hpwl_um: 98900
  portBuffers: 112
  gp_congestion: 0.952
  dpl-instance-area_mm2: 0.0561
  place_inst: 5000
-- cells by family (layout without fill, tap and decap cells) --
family          Yosys count  count (layout)  synth area share [%]
compound gates          576             576                  7.84
other cells               0               1                     0
buf+inv                 254             794                  3.13
mux                    1024            1024                  20.5
simple gates            509             509                  4.59
flops                  1088            1088                  64.0
-- per-stage QoR --
stage	setup WS, ps	TNS, ps	total power [W]	hold slack (ps)
2_1_floorplan	299	0	0.0114	1100
3_3_place_gp	-576	-24950	0.0125	1770
3_5_place_dp	-601	-25260	0.0125	1800
4_1_cts	3.09	0	0.0211	1070
5_1_grt	1.57	0	0.0216	1100
6_report	13.4	0	0.0209	1110
-- placed cells by master (no fill, tap or decap), drive strengths merged, types with 3 or more instances in the layout --
| cell type | synthesis | routed |
|---|---|---|
| or3b | 3 | 3 |
| clkdlybuf4s50 | 0 | 52 |
| nand3b | 5 | 5 |
| nand2b | 4 | 4 |
| mux2i | 1024 | 1024 |
| clkbuf | 88 | 144 |
| edfxtp | 1024 | 1024 |
| nand2 | 195 | 195 |
| a22o | 128 | 128 |
| a31oi | 64 | 64 |
| clkinvlp | 0 | 12 |
| dfxtp | 64 | 64 |
| nand3 | 194 | 194 |
| clkinv | 0 | 36 |
| nor3 | 64 | 64 |
| inv | 1 | 77 |
| a21oi | 192 | 192 |
| nor2b | 4 | 4 |
| dlymetal6s2s | 0 | 3 |
| dlygate4sd2 | 0 | 55 |
| buf | 165 | 405 |
| nor2 | 35 | 35 |
| bufinv | 0 | 10 |
| a22oi | 192 | 192 |
-- worst paths after layout --
check	start	end	slack, ps
worst max-delay path	Read_Data_2[11]$_DFF_N_	Read_Data_2[11]	10
worst min-delay path	Write_Data[12]	Reg_File[1][12]$_DFFE_PP_	1110
worst max register to register	Reg_File[5][9]$_DFFE_PP_	Read_Data_1[9]$_DFF_N_	1110
worst min register to register	Reg_File[25][23]$_DFFE_PP_	Read_Data_1[23]$_DFF_N_	3120
-- repair_timing --
action,in CTS,in global routing
endpoints found under the setup margin,56,5
hold buffers,0,0
resized,102,7
-- layer usage --
metal  track usage [%]  part of all wire [%]  wire length, µm
met2              48.9                    45            71500
met1              46.2                    35            55900
met5             0.757                 0.083              132
met4              11.1                   4.5             7100
met3              21.3                    15            24200
-- flip-flops by register name (all words and copies together) (netlist names) --
register	count
Read_Data_1	32
Read_Data_2	32
Reg_File	1024
-- layout make-up --
cell class                 count  share of cell area (%)
tap                         1287                    2.67
antenna                        1                 0.00416
sequential                  1088                    53.3
multi-input combinational   2109                    27.9
clock buffer                 144                    5.27
clock inverter               135                    1.44
timing repair buffer         515                    9.40
-- power groups by stage --
stage     logic, W  registers, W  clock network [W]
5_1_grt    0.00207        0.0103            0.00923
6_report   0.00195        0.0103            0.00872
4_1_cts    0.00194        0.0103            0.00885
Power is estimated from default activity; no workload was simulated.
